### flow/constraint.sdc
current_design SPI_wrapper

set clk_period 42.5
set clk_io_pct 0.2

create_clock -name clk0 -period $clk_period [get_ports {clk}]

set non_clock_inputs [all_inputs -no_clocks]
set_input_delay [expr $clk_period * $clk_io_pct] -clock clk0 $non_clock_inputs
set_output_delay [expr $clk_period * $clk_io_pct] -clock clk0 [all_outputs]
### flow/config.mk
export PLATFORM = sky130hd
export DESIGN_NAME = SPI_wrapper
export DESIGN_NICKNAME = SPI_wrapper
export VERILOG_FILES = /design/flow/design.v
export SDC_FILE = /design/flow/constraint.sdc
export NUM_CORES = 4
export LEC_CHECK = 1
export CORE_UTILIZATION = 40
### flow/design.v
module SPI_slave ( MOSI , MISO , SS_n , clk , rst_n , rx_data , rx_valid , tx_data , tx_valid );
    parameter IDLE = 3'b000;
    parameter READ_DATA = 3'b001;
    parameter READ_ADD = 3'b010;
    parameter CHK_CMD = 3'b011;
    parameter WRITE = 3'b100;
    (* fsm_encoding = "gray" *)
    reg [2:0] cs , ns;
    input MOSI , SS_n , clk , rst_n;
    input tx_valid;
    input [7:0] tx_data;
    output MISO;
    output reg [9:0] rx_data;
    output reg rx_valid;
    reg read_flag = 0;    
    wire [9:0] parallel_out ;   
    reg [7:0] parallel_in;     
    wire EOC_s_to_p ;            
    wire EOC_p_to_s;
    reg en_p_to_s;
    counter counter1 ( .clk(clk) , .rst_n(rst_n) , .serial_in(MOSI) , .parallel_out(parallel_out) , .EOC(EOC_s_to_p));  
    counter_parallel_to_series counter2 ( .clk(clk) , .rst_n(rst_n) , .parallel_in(parallel_in) , .serial_out(MISO) , .EOC(EOC_p_to_s) , .en(en_p_to_s));   
    always @(posedge clk) begin
        if(~rst_n) begin
            cs <= IDLE;
        end
        else
            cs <= ns;  
    end
    always @(*) begin
        case(cs)
            IDLE:
                if(SS_n) begin
                    ns = IDLE;
                end
                else begin
                    ns = CHK_CMD;
                end
            CHK_CMD:
                if(SS_n) begin
                    ns = IDLE;
                end
                else if(!parallel_out[9]) begin
                    ns = WRITE;
                end
                else if((parallel_out[9]) && (read_flag)) begin 
                    ns = READ_DATA;
                end
                else if((parallel_out[9]) && (!read_flag)) begin
                    ns = READ_ADD;
                end
                else
                    ns = cs;
            READ_ADD:   
                if(SS_n)
                    ns = IDLE;
                else begin
                    ns = READ_ADD;
                    read_flag = 1;
                end
            READ_DATA:   
                if(SS_n)
                    ns = IDLE;
                else if(~EOC_s_to_p) begin
                    ns = READ_DATA;
                    read_flag = 0;
                end
                else if(tx_valid == 1) begin
                    ns = READ_DATA;
                    read_flag = 0;
                end
                else if(~EOC_p_to_s) begin
                    ns = READ_DATA;
                end
                else begin
                    ns = READ_DATA;
                end 
            WRITE:
                if(SS_n)
                    ns = IDLE;
                else begin
                    ns = WRITE;
                end
            default: ns = IDLE;
        endcase
    end 
    always @(posedge clk) begin
        if(~rst_n) begin
            rx_data <= 0;
            rx_valid <= 0;
            parallel_in <= 0;
            en_p_to_s <= 0;
        end
        else if(((cs == READ_ADD) || (cs == READ_DATA)) && (EOC_s_to_p == 1)) begin
            rx_valid <= 1;
            rx_data <= parallel_out;
            en_p_to_s <= 0;
        end
        else if((cs == READ_DATA)&&(tx_valid == 1)) begin
            parallel_in <= tx_data;   
            rx_valid <= 0;  
            en_p_to_s <= 1;
            end
        else if(EOC_p_to_s) begin
            en_p_to_s <= 0;
        end
        else if ((cs == WRITE) && (EOC_s_to_p ==1)) begin
                    rx_valid <= 1;
                    rx_data <= parallel_out; 
        end 
        else
            rx_valid <= 0;
    end 
endmodule
module SPI_wrapper (MOSI,MISO,SS_n,clk,rst_n);
    input MOSI,SS_n,clk,rst_n;
    output MISO;
    wire [9:0]rx_data;
    wire [7:0]tx_data;
    wire rx_valid,tx_valid;
    syn_RAM RAM_1 (.din(rx_data),.rx_valid(rx_valid),.tx_valid(tx_valid),.clk(clk),.rst_n(rst_n),.dout(tx_data));
    SPI_slave SPI_1 (MOSI , MISO , SS_n , clk , rst_n , rx_data , rx_valid , tx_data , tx_valid );
endmodule
module counter (clk , rst_n , serial_in , parallel_out , EOC);   
    input clk , rst_n , serial_in;
    output reg [9:0] parallel_out;
    output reg EOC;
    reg [3:0] count;    
   always @(posedge clk) begin
    if(~rst_n) begin
        count <= 10;
        EOC <= 0;
        parallel_out <= 0;
    end
    else begin 
        count = count - 1;
        parallel_out[count] <= serial_in;   
        if(count == 0) begin
            EOC <= 1;
            count <= 10;
        end
        else
            EOC <= 0;
    end
   end
endmodule
module counter_parallel_to_series (clk , rst_n , parallel_in , serial_out , en , EOC);
    input clk , rst_n , en;
    input [7:0] parallel_in;
    output reg serial_out , EOC;
    reg [2:0] count;
    always @(posedge clk) begin
        if(~rst_n) begin 
            count <= 0;
            EOC <= 0;
            serial_out <= 0;
        end
        else if(en) begin
            serial_out <= parallel_in[count];
            count <= count + 1;
            if(count == 6) begin
                EOC <= 1;
            end
            else if(count == 7) begin
                count <= 0;
            end
            else
                EOC <= 0;
        end
        else begin
            serial_out <= 0;
            EOC <= 0;
            count <= 0;
        end
    end
endmodule
module syn_RAM (din , rx_valid , dout , tx_valid , clk , rst_n);
parameter MEM_DEPTH = 256;
parameter ADDR_SIZE = 8;
input [9:0] din;
input rx_valid , clk , rst_n;
output reg [7:0] dout;
output reg tx_valid;
reg [ADDR_SIZE-1:0] read_write_address;
reg [ADDR_SIZE-1:0] mem [MEM_DEPTH-1:0] ;
always @(posedge clk) begin
    if(~rst_n) begin
        tx_valid <= 0;
        dout <= 0;
    end
    else if(rx_valid) begin
        case(din[9:8])
            2'b00: begin
                read_write_address <= din[ADDR_SIZE-1:0];
                tx_valid <= 0;
            end
            2'b01: begin
                mem[read_write_address] <= din[ADDR_SIZE-1:0];
                tx_valid <= 0;
            end
            2'b10: begin
                read_write_address <= din[ADDR_SIZE-1:0];
                tx_valid <= 0;
            end
            2'b11: begin
                dout[ADDR_SIZE-1:0] <= mem[read_write_address];
                tx_valid <= 1;
            end
            default: tx_valid <= 0;
        endcase
    end
    else
        tx_valid <= 0;
end
endmodule
### flow/run.sh
#!/bin/bash
# OpenROAD 26Q1-2900-gdf79404cd8, Yosys 0.63+post, stock flow scripts
make -C /OpenROAD-flow-scripts/flow DESIGN_CONFIG=/design/flow/config.mk WORK_HOME=/design/flow/orfs finish
==> summary.txt <==
run metrics: vias roughly 41k, synth unique cells 68, gpl congestion 0.954, crit start category input pin, CP max stage cell nand2_1, Port Buffers 4, ys async rst share 0%, Die Wd 455 microns, simple share 3.56%, internal power 3.27 mW, unrepaired setup endpoints after global routing no, crit end category flip-flop, fraction of layout cells with a size suffix above 1 22.3%, endpoints left unconstrained 1, total power between 4 and 5 mW, clk ins delay skew pair 0.88 ns, post-detail-place hpwl 141 mm, Ys Warns 5, Core Area 0.204 sq mm, CTS buffer count 208, R2R depth 11, fa+ha+maj area frac less than 1%, Crit Path Max Fanout roughly 46, HP Class flip-flop to flip-flop, Dominant Register Cell edfxtp_1, Worst Min Path Start SPI_1.cs[0], Worst EP required 42.98 ns, H-tree levels 4, cts repair resizes 0, Commonest cells post-synth edfxtp_1, mux4_2, nor2_1, max-slew violations 0, Worst-Margin Slew 1.07 ns, leakage power 29.2 nW, vias per cell 5.84, max frequency 86.4 MHz, die area 0.207 sq mm, Starting DRT DRC Count 2,781, tool warnings 34, ys flops 2,111, fp_density around 40%, antenna violations before repair 4, total of max-cap violations 0, largest net degree at the start of global routing 101, Tmin final 11.58 ns, Sw Share 19.8%, CTS tree done, WL/cell between 30 and 40 microns, gr ovfl total 0, Inst Count DP 6,626, RR Endpoint RAM_1.dout[6], comb area leader multiplexers, Reg-to-Reg Start RAM_1.read_write_address[0], relative slew slack 28.1%, global-route wire length before repair 327 mm, Post-CTS Setup Bufs 0, Hold Crit Endpoint SPI_1.cs[4], EDFF count, synth 2,056, ANT nets after route 0, CTS Root Cell clkbuf_16, die height 455 microns, power share of the combinational group 0.3%, num rows 166, # setup viols final 0, Synth Instances about 4.0k, Power Density 44.1 mW/mm^2, ao+oa area frac 2.66%, slowest stage delay, CP 0.64 ns, sequential power share 55.2%, Area leader share 75.1%, flop2flop setup slack 37.27 ns, Hold Path Depth 2, WP data arrival 12.06 ns, register pins left without a clock 1, Synth area leader edfxtp_1, Final period util 27.2%, vias in the first global route 45.8k, setup_tns 0 ns, Clock transition at path regs roughly 0.060 ns, DRT Pass-1 Iters 8, Synth mux share 15.5%, worst-case clock skew roughly 0.067 ns, status complete, no violations, hold_buf cts 0, YS chip area 0.0823 sq mm, critical-path cell list clkdlybuf4s50_1, buf_4, nand2_1, nor3b_1, nor3b_1, nand2_1, buf_4, nor2_1, final non-filler cell total 7,010, Clk network pwr share 44.6%, Synth-to-Final Area Change 12.4%, Peak VDD IR 0.0430 mV, # Cells Yosys between 4k and 5k, Psw between 800 and 900 uW, Routed WL approximately 230 mm, count leader, synth edfxtp_1, total DRC errors in the routed layout 0, Avg Inst Size Synth 20.4 sq um, top cells by area, synth edfxtp_1, mux4_2, mux2i_1, nor2_1, dfxtp_1, Cell Area, Synth just over 0.08 sq mm, aggregate global-route resource usage 24.4%, type of the worst setup path input pin to flip-flop, Fillers 16.9k, XORs/XNORs by Area 0.0532%, IO Count 5, Final Hold Vio Count 0, Max Root-Sink Buffers 3
## cell type report
type | instances | area [sq um] | area share [%]
Clock inverter | 138 | 1510 | 1.63
Sequential cell | 2111 | 62900 | 68.0
Antenna cell | 1 | 2.50 | 0.00271
Tap cell | 2688 | 3360 | 3.64
Timing Repair Buffer | 148 | 1210 | 1.31
Multi-Input combinational cell | 1665 | 18100 | 19.6
Inverter | 14 | 57.6 | 0.0623
Clock buffer | 245 | 5340 | 5.78
## worst max-delay path by stage
| stage | from | cells past startpoint | to |
|---|---|---|---|
| final | rst_n | 8 | RAM_1.mem[228][2] |
| after global routing | rst_n | 8 | RAM_1.mem[72][6] |
| after CTS | rst_n | 8 | RAM_1.mem[72][6] |
## layout by cell type (no fill, tap or decap), types with 10 or more instances in the layout
| cell type | instances |
|---|---|
| and2_1 | 13 |
| clkbuf_1 | 37 |
| mux4_2 | 475 |
| o211ai_1 | 13 |
| a31oi_1 | 18 |
| nor2b_1 | 26 |
| clkinv_2 | 39 |
| o22ai_1 | 34 |
| o21ai_0 | 35 |
| nand3_1 | 59 |
| mux2_2 | 15 |
| clkbuf_16 | 208 |
| inv_1 | 11 |
| bufinv_16 | 18 |
| a311oi_1 | 10 |
| a21oi_1 | 22 |
| a21boi_0 | 13 |
| a32oi_1 | 18 |
| buf_4 | 137 |
| clkinv_1 | 48 |
| mux2i_1 | 192 |
| nand4_1 | 10 |
| nor3_1 | 10 |
| nand2_1 | 193 |
| dfxtp_1 | 46 |
| clkinv_16 | 14 |
| edfxtp_1 | 2056 |
| a211oi_1 | 16 |
| a22oi_1 | 71 |
| nor2_1 | 297 |
## flip-flops by register name, indices dropped and copies added (netlist names), 4 cells and up
register,count
SPI_1.counter1.count,4
RAM_1.mem,2048
SPI_1.cs,5
SPI_1.parallel_in,8
RAM_1.dout,8
SPI_1.counter1.parallel_out,10
RAM_1.read_write_address,8
SPI_1.rx_data,10
## through the flow
step	area [sq um]	utilization [%]	hold WS (ns)	worst slack [ns]
3_3_place_gp	85600	41.9	0.411	30.15
2_1_floorplan	82300	-	0.394	31.87
4_1_cts	92400	45.2	0.431	30.99
6_report	92400	45.2	0.430	30.92
5_1_grt	92400	45.2	0.450	30.60
3_5_place_dp	85600	41.9	0.404	30.11
## power by group through the flow
stage / sequential, mW / combinational (mW) / clock (mW)
CTS: 2.25 / 0.0113 / 1.85
global route: 2.25 / 0.0127 / 1.92
finish: 2.25 / 0.0113 / 1.82
## layer usage
metal  global-route usage (%)  vias up  wire length [microns]
met2                     35.1     3094                 106000
li1                         -    16900                      -
met1                     27.8    20500                  70500
met4                     6.81       20                   8620
met3                     20.2      448                  41900
met5                     2.43        -                    686
## critical path, delay by kind of cell
| family | cells | cell delay, ns |
|---|---|---|
| AND/OR/NAND/NOR | 5 | 2.18 |
| buffers and inverters | 3 | 1.35 |
## cells by family (layout without fill, tap and decap cells)
logic type / count (synthesis) / in the layout
mux: 682 / 682
flops: 2110 / 2110
other cells: 0 / 1
xor+xnor: 5 / 5
simple gates: 667 / 667
buf+inv: 254 / 545
compound gates: 303 / 303
fa+ha+maj: 8 / 8
latches: 1 / 1
Power figures rest on the tool's default switching activity, not on a simulated workload.
